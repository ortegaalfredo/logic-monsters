<file path="run.sh">
#!/bin/bash
# OpenROAD 26Q1-2900-gdf79404cd8, Yosys 0.63+post, stock flow scripts
make -C /OpenROAD-flow-scripts/flow DESIGN_CONFIG=/design/flow/config.mk WORK_HOME=/design/flow/orfs finish
</file>
<file path="config.mk">
export PLATFORM = sky130hd
export DESIGN_NAME = sorath
export DESIGN_NICKNAME = sorath
export VERILOG_FILES = /design/flow/design.v
export SDC_FILE = /design/flow/constraint.sdc
export NUM_CORES = 4
export LEC_CHECK = 1
export CORE_AREA = 10 10 70 70
export DIE_AREA = 0 0 80 80
</file>
<file path="constraint.sdc">
current_design sorath

set clk_period 1.9
set clk_io_pct 0.2

create_clock -name clk0 -period $clk_period [get_ports {HCLK}]

set non_clock_inputs [all_inputs -no_clocks]
set_input_delay [expr $clk_period * $clk_io_pct] -clock clk0 $non_clock_inputs
set_output_delay [expr $clk_period * $clk_io_pct] -clock clk0 [all_outputs]
</file>
<file path="design.v">
module sorath    (
input wire HCLK, 
input wire HRESETn ,  
input wire [31:0] HWDATA,
output reg SIGNAL_DETECTED
);
reg [5:0] RTKState;
reg [8:0] RTKCmd;
always @(posedge HCLK or negedge HRESETn)
	begin
	if (!HRESETn)  
		begin
		RTKState<=5'h0;
		SIGNAL_DETECTED<=0;
		end
	else	begin
		case (RTKState)
			5'h0:  
				if ( HWDATA ==32'h12345678)
					begin
					RTKState<=5'h1;
					end
			5'h1:  
				begin
				if ( HWDATA ==32'h43424140)
					begin
					SIGNAL_DETECTED<=1;
					end
				RTKState<=5'h0;
				end
		endcase
		end
	end
endmodule
</file>
==> results.txt <==
fresh numbers from the pnr run: status=completed, tool warnings=25, Yosys cell types=17, Post-synth seq share=0.308, CP Class=input pin to register, row count=21, hpwl dp=1120 µm, # IOs=35, CTS Sinks=3, Period minus WS final=1600 ps, htree depth=1, Horiz. Die Dim=80 µm, Commonest Layout Cell=clkdlybuf4s50_1, chip area=0.00640 mm², Residual DRC=0, WL/cell=11.5 µm, Avg Cell Area, Syn=10.3 µm², GRT Residual Overflow=0, pwr/cell area=387 mW/mm², reg2reg end=SIGNAL_DETECTED, first-pass GRT wire length=1950 µm, number of global-route vias before repair=449, startpoint types=input pin, Post-CTS Resized=0, Setup Buffers After CTS=0, cell area after synthesis=248 µm², Yosys Warn Count=1, Stages on worst setup path=4, initial DRC count=11, Post-DRT Antenna Nets=0, CP Cell Sequence=clkdlybuf4s50_1 -> nor4_2 -> nand4_1 -> or4_1, Max-cap violations=0, CTS tree=yes, R2R depth=3, floorplan utilization=0.0725, P_leak=0.239 nW, Setup WS post-layout=295 ps, ant diodes=0, root buf cell=clkbuf_4, TritonCTS Buffers=3, Max Clock Freq=623 MHz, dpl ws=33.3 ps, Cell area leaders=dfrtp_1, nor4bb_1, dfstp_2, nand4_1, nor4b_1, largest net degree at the start of global routing=4, layout cell share with drive strength beyond 1=0.127, skew final=6.48 ps, crit path DAT=1750 ps, Flops after synth=3, drt pass-1 iters=2, # Cells Yosys=24, area growth from synthesis to layout=174%, cell count after synthesis=24, Crit path required time=2040 ps, Pins Over Slew Limit=0, Die Span Y=80 µm, Setup TNS Final=0 ps, Total GRT Usage=0.0380, relative slew slack=0.813, Max-area cell share=0.202, total core area=0.00342 mm², clock latency (worst-skew pair)=240 ps, routed vias=379, Critical Path Max Stage Delay=520 ps, Reg clk slew, reported paths=40 ps, Port Buffer Count=34, Post-CTS Hold Buffers=0, vias per inst=3.48, worst path bufs/invs=1, CTS max path bufs=2, Worst-Margin Slew=276 ps, R2R setup slack=800 ps, Final Wtd Congestion=0.864, RSZ-0062 raised after global routing=false, routed wire length=1250 µm, final setup fails=0, final hold vios=0, CP max-delay cell=or4_1, antenna violations before repair=0, FF-to-FF Start=RTKState[1], Hold WC Path Type=input pin to async pin, cell type with the largest total area=dfrtp_1, Top Layout Cells=clkdlybuf4s50_1, nand4_1, nor4bb_1, clkbuf_4, Max rail drop VDD=0.000129 V, Critical Path Fanout Max=2, critical path capture point type=register, Final period util=0.845, Yosys chip area=248 µm², delay-heaviest family, CP=simple AND/OR/NAND/NOR gates
==> worst max-delay path by stage <==
stage / endpoint / from
finish: RTKState[0] / HWDATA[13]
global route: RTKState[0] / HWDATA[13]
CTS: RTKState[0] / HWDATA[13]
==> logic make-up (layout without fill, tap and decap cells) <==
family	Yosys count	in the layout	synth area share
buf+inv	2	41	0.0303
simple gates	18	18	0.631
compound gates	1	1	0.0303
flops	3	3	0.308
==> flip-flops by register name, indices dropped and copies added (netlist names) <==
register	flops
RTKState	2
SIGNAL_DETECTED	1
==> worst register-to-register path: stages, from the launching register on <==
cell and delay, ps:
dfrtp_1 330, nor4bb_1 280, nand4_1 160, o31ai_1 230
==> metal layers <==
metal | global-route usage | vias up | wire length [µm]
met5 | 0 | - | 0
met4 | 0.00528 | 0 | 0
met3 | 0.0455 | 0 | 311
met2 | 0.0377 | 37 | 304
met1 | 0.0492 | 159 | 638
li1 | - | 183 | -
==> through the flow <==
stage	utilization	instance area (µm²)	total power, mW	instances	hold slack (ps)
finish	0.199	679	0.263	109	325
global route	0.199	679	0.285	109	317
CTS	0.199	679	0.267	109	327
detailed placement	0.191	653	0.148	105	461
global placement	0.191	653	0.147	105	461
floorplan	-	248	0.0745	24	84.4
==> power by group <==
part | switching (mW) | leakage [nW] | internal, mW | total (mW)
clock network | 0.0371 | 0.0150 | 0.0790 | 0.116
registers | 0.00000000000987 | 0.0332 | 0.0643 | 0.0643
logic | 0.0167 | 0.191 | 0.0662 | 0.0829
total | 0.0538 | 0.239 | 0.209 | 0.263
==> synthesized netlist by cell type <==
master    n
and4_1    1
and4b_1   1
and4bb_2  1
dfrtp_1   2
dfstp_2   1
inv_1     2
nand4_1   3
nor2_1    1
nor3b_1   1
nor4_1    1
nor4_2    1
nor4b_1   2
nor4b_2   1
nor4bb_1  3
o31ai_1   1
or3_1     1
or4_1     1
==> cell type report <==
cell class	instances	area (µm²)
fillers	393	2740
repair buffers	35	348
multi-input cells	19	164
well taps	46	57.6
flip-flops and latches	3	76.3
inverters	2	7.51
clock buffers	4	26.3
No activity file was given, so power comes from the tool's default toggle rates.
